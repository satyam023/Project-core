$ cat config.mk
export PLATFORM = sky130hd
export DESIGN_NAME = Car_parking_7_seg
export DESIGN_NICKNAME = Car_parking_7_seg
export VERILOG_FILES = /design/flow/design.v
export SDC_FILE = /design/flow/constraint.sdc
export NUM_CORES = 4
export LEC_CHECK = 1
export CORE_AREA = 10 10 73 73
export DIE_AREA = 0 0 83 83
$ cat constraint.sdc
current_design Car_parking_7_seg

set clk_period 6.3
set clk_io_pct 0.2

create_clock -name clk0 -period $clk_period

set non_clock_inputs [all_inputs -no_clocks]
set_input_delay [expr $clk_period * $clk_io_pct] -clock clk0 $non_clock_inputs
set_output_delay [expr $clk_period * $clk_io_pct] -clock clk0 [all_outputs]
$ cat design.v
`timescale 1ns / 1ps
module Car_parking_7_seg(
    input [7:0] Cars,
    output [6:0] seg,
    output [7:0] AN
    );
    reg [3:0] num;
    reg [6:0] seg; 
    always@(Cars)
    num = Cars[7] +Cars[6] + Cars[5] + Cars[4] + Cars[3] + Cars[2] + Cars[1] + Cars[0];
    assign AN = 8'b11111110;
    always@(num)
    begin 
    case(num)
    4'b0000: seg = 7'b1000000;
    4'b0001: seg = 7'b1111001; 
    4'b0010: seg = 7'b0100100; 
    4'b0011: seg = 7'b0110000; 
    4'b0100: seg = 7'b0011001; 
    4'b0101: seg = 7'b0010010; 
    4'b0110: seg = 7'b0000010; 
    4'b0111: seg = 7'b1111000; 
    4'b1000: seg = 7'b0000000;
    endcase
    end 
endmodule
$ cat run.sh
#!/bin/bash
# OpenROAD 26Q1-2900-gdf79404cd8, Yosys 0.63+post, stock flow scripts
make -C /OpenROAD-flow-scripts/flow DESIGN_CONFIG=/design/flow/config.mk WORK_HOME=/design/flow/orfs finish
==> run summary <==
area delta synth->final = 32.0%
largest net degree at the start of global routing = 10
Gate power share = 89.1%
global placement routability congestion = 0.734
overflow left after global routing = 0
total of buffers placed on input and output ports = 15
Pwr per Cell Area = 188 nW/um2
die outline height = 83 um
area share of the largest cell type after synthesis = 21.3%
Synth Warn # = 1
cell count after synthesis = 57
via count of the first global-routing pass = 371
Layout Cells excl Fill = 116
Final setup violation count = 0
Internal Power = 0.0000667 W
Max Cap Violations = 0
power dissipated by switching net loads = 0.0000558 W
standard-cell rows = 22
IR drop worst, VDD = 0.0397 mV
Gates resized, CTS repair = 0
Reg power frac = 10.9%
Antenna Diode Count = 0
cell leakage power = 0.303 nW
count of unresolved DRC violations after routing = 0
Pre-Repair DR Iteration Count = 2
average footprint of a synthesized cell = 8.65 um2
cell type with the largest total area = sky130_fd_sc_hd__dlxtn_1
cell total in the yosys stat output = 57
area of the die = 6890 um2
RSZ-0062 raised after global routing = false
average routed wire per standard cell = 7.95 um
portion of total power attributed to the clock network = 0%
number of warnings in the stage logs = 33
most repeated cell in the gate-level netlist after synthesis = sky130_fd_sc_hd__buf_4
flip-flop count of the largest register, all copies and words added = 7
result of the run = finished, final reports clean
fillers = 437
vias per cell = 3.01
Top-Level Pins = 23
Post-Synthesis Cell Area = 493 um2
Synthesized registers = 7
Cell Count Post-Placement = 116
total count of max-transition violations in the final report = 0
number of vias after detailed routing = 349
wire length of the first global-routing pass = 1.68 mm
die width = 83 um
remaining antenna violation count = 0
synth cell count leaders = 10 x sky130_fd_sc_hd__buf_4, 8 x sky130_fd_sc_hd__inv_1, 7 x sky130_fd_sc_hd__dlxtn_1
All-Layer GR Usage = 2.70%
Highest Clock Rate = 0.214 GHz
floorplan core area = 3740 um2
final hold viol count = 0
core utilization before placement = 13.2%
WL final = 922 um
share of async-settable or async-resettable flops after synthesis = 0%
number of violations reported at the end of detailed-routing iteration 0 = 10
number of antenna violations at the first check in global routing = 0
flip-flops with a built-in enable = 0
Post-CTS Repair Setup Buffers = 0
leading post-synthesis cells by cell area = sky130_fd_sc_hd__dlxtn_1 21%, sky130_fd_sc_hd__fa_1 16%, sky130_fd_sc_hd__buf_4 15%
Yosys chip area = 493 um2
endpoints left unconstrained = 14
setup TNS = 0 ps
fraction of power spent switching nets = 45.6%
HPWL reported at the end of detailed placement = 868 um
share of final-layout standard cells stronger than drive strength 1 = 4.41%
number of register pins that no clock reaches = 7
Synth cell types = 21
dominant register cell = sky130_fd_sc_hd__dlxtn_1
number of hold buffers added after cts = 0
Layout Utilization = 17.4%
-- per-layer routing --
metal / global-route usage [%] / vias to the layer above / share of wire (%)
li1: - / 182 / -
met1: 3.13 / 162 / 40
met2: 5.45 / 5 / 57
met3: 0.197 / 0 / 2.1
met4: 0 / 0 / 0
met5: 0 / - / 0
-- through the flow --
| stage | instance area (um2) | power [W] |
|---|---|---|
| 2_1_floorplan | 515 | 0.000109 |
| 3_3_place_gp | 651 | 0.000122 |
| 3_5_place_dp | 651 | 0.000124 |
| 4_1_cts | 651 | 0.000125 |
| 5_1_grt | 651 | 0.000143 |
| 6_report | 651 | 0.000123 |
-- power groups by stage --
stage     sequential, W  clock, W  combinational [W]
5_1_grt       0.0000137         0           0.000129
4_1_cts       0.0000135         0           0.000111
6_report      0.0000134         0           0.000109
-- layout by cell type (no fill, tap or decap) --
cell type and count:
sky130_fd_sc_hd__a21o_1 1, sky130_fd_sc_hd__a21oi_1 2, sky130_fd_sc_hd__and2_2 1, sky130_fd_sc_hd__and3_1 1
sky130_fd_sc_hd__clkdlybuf4s50_1 15, sky130_fd_sc_hd__conb_1 8, sky130_fd_sc_hd__dlxtn_1 7, sky130_fd_sc_hd__fa_1 4
sky130_fd_sc_hd__ha_1 3, sky130_fd_sc_hd__inv_1 8, sky130_fd_sc_hd__mux2_1 1, sky130_fd_sc_hd__mux2i_1 1
sky130_fd_sc_hd__nand2_1 4, sky130_fd_sc_hd__nand3b_1 1, sky130_fd_sc_hd__nor2_1 3, sky130_fd_sc_hd__nor3_1 2
sky130_fd_sc_hd__nor4b_2 1, sky130_fd_sc_hd__o21a_1 1, sky130_fd_sc_hd__o21ai_1 1, sky130_fd_sc_hd__xnor2_1 2
sky130_fd_sc_hd__xor2_2 1
-- logic make-up (layout without fill, tap and decap cells) --
logic type      Yosys count  after routing  synth area share [%]
xor+xnor                  3              3                  6.85
other cells               2              8                  1.52
fa+ha+maj                 7              7                  23.9
latches                   7              7                  21.3
buf+inv                  18             23                  21.3
compound gates            5              5                  6.09
mux                       2              2                  4.31
simple gates             13             13                  14.7
-- area by class of cell --
type / instances / area (um2) / area share (%)
timing repair buffer: 15 / 150 / 23.1
sequential: 7 / 105 / 16.2
multi-input combinational: 38 / 305 / 46.9
inverter: 8 / 30.0 / 4.62
tap: 48 / 60.1 / 9.23
Power figures rest on the tool's default switching activity, not on a simulated workload.
