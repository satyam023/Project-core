**flow/run.sh**
```bash
#!/bin/bash
# OpenROAD 26Q1-2900-gdf79404cd8, Yosys 0.63+post, stock flow scripts
make -C /OpenROAD-flow-scripts/flow DESIGN_CONFIG=/design/flow/config.mk WORK_HOME=/design/flow/orfs finish
```
**flow/config.mk**
```make
export PLATFORM = sky130hd
export DESIGN_NAME = Car_parking
export DESIGN_NICKNAME = Car_parking
export VERILOG_FILES = /design/flow/design.v
export SDC_FILE = /design/flow/constraint.sdc
export NUM_CORES = 4
export LEC_CHECK = 1
export CORE_AREA = 10 10 70 70
export DIE_AREA = 0 0 80 80
```
**flow/constraint.sdc**
```tcl
current_design Car_parking

set clk_period 3.0
set clk_io_pct 0.2

create_clock -name clk0 -period $clk_period

set non_clock_inputs [all_inputs -no_clocks]
set_input_delay [expr $clk_period * $clk_io_pct] -clock clk0 $non_clock_inputs
set_output_delay [expr $clk_period * $clk_io_pct] -clock clk0 [all_outputs]
```
**flow/design.v**
```verilog
`timescale 1ns / 1ps
module Car_parking(
    input [7:0] Cars,
    output [3:0] num
    );
    reg [3:0] num;
    always@(Cars)
    num = Cars[7] +Cars[6] + Cars[5] + Cars[4] + Cars[3] + Cars[2] + Cars[1] + Cars[0];
endmodule
```
==> reports/README.md <==
| Quantity | Reported | Unit |
| --- | --- | --- |
| Number of cell rows | 21 | - |
| Number of optimization iterations in the first detailed-route pass | 1 | - |
| Maximum clock rate | 277 | MHz |
| PnR Total Power | 0.000118 | W |
| Remaining antenna violation count | 0 | - |
| Die outline height | 80 | µm |
| Worst Setup Path Type | in -> out | - |
| Worst setup path startpoint | Cars[3] | - |
| Worst hold-check path type | in -> out | - |
| Proportion of synthesized chip area in sequential cells | 0 | % |
| # clk buffers | 0 | - |
| Via count of the first global-routing pass | 184 | - |
| Number of cells traversed by the worst hold path | 3 | - |
| Slew of the pin with the lowest slew margin | 0.146 | ns |
| Final cell utilization of the core | 11.5 | % |
| Detailed Place HPWL | 463 | µm |
| Violated checks | setup timing | - |
| Worst setup SP type | input port | - |
| VDD IR max | 42.7 | µV |
| Final critical-path setup slack | -0.612 | ns |
| Cell count after synthesis | 24 | - |
| X dimension of the die | 80 | µm |
| Wire length of the first global-routing pass | 821 | µm |
| Leakage | 0.191 | nW |
| Top-area cell type share of the netlist area | 42.1 | % |
| Synth Area per Inst | 7.92 | µm² |
| Worst hold endpoint | num[0] | - |
| Overall fraction of global-route tracks in use | 1.51 | % |
| Total length of routed wires | 513 | µm |
| Core Util at FP | 5.57 | % |
| Ys cells | 24 | - |
| Filler Cell Count | 399 | - |
| Required time worst endpoint | 2.40 | ns |
| Final number of setup-violating endpoints | 4 | - |
| Most common cell in the synthesized netlist | sky130_fd_sc_hd__inv_1 | - |
| Placed Instances | 82 | - |
| Area growth from synthesis to layout | 107 | % |
| Worst-case hold slack | 1.92 | ns |
| Pwr/cell area | 300 | nW/µm² |
| Crit end category | output pin | - |
| Vias/cell | 2.16 | - |
| Number of buffers inserted for hold repair after clock tree synthesis | 0 | - |
| Total of warnings raised by yosys | 1 | - |
| Wire length per cell | 6.18 | µm |
| Max stage delay cell, worst path | sky130_fd_sc_hd__fa_2 | - |
| Final number of max-transition violations | 0 | - |
| Maximum fanout along the worst path | 2 | - |
| Combined area of all synthesized cells | 190 | µm² |
| OpenROAD warning count | 35 | - |
| Combinational gate area | 166 | µm² |
| YS chip area | 190 | µm² |
| Slew HR | 90.3 | % |
| Highest cell delay on the worst timing path | 0.52 | ns |
| Final weighted congestion in routability-driven placement | 0.774 | - |
| DRC viols | 0 | - |
| Violation count after the first detailed-route iteration | 0 | - |
| Floorplan die area | 6400 | µm² |
| Setup repair after global routing missed its margin | yes | - |
| Sequential cell count | 0 | - |
| Antenna violations before repair | 0 | - |
| Tally of non-filler cells in the final layout | 83 | - |
| Count of unique library cells instantiated by Yosys | 6 | - |
| Start point of the worst min-delay path | Cars[2] | - |
| Share of post-route cells with drive strength above 1 | 51.4 | % |
| I/O pin total | 12 | - |
| Placement Setup Slack | -1.43 | ns |
| Top cells by area, synth | sky130_fd_sc_hd__fa_1 42%, sky130_fd_sc_hd__inv_1 28%, sky130_fd_sc_hd__ha_1 20%, sky130_fd_sc_hd__xnor2_1 4.6%, sky130_fd_sc_hd__nor2b_1 3.3% | - |
| Final critical path time including I/O delays and setup | 3.61 | ns |
| Cell with the most instances on the worst path | sky130_fd_sc_hd__inv_2 | - |
| Cell type contributing the most total cell area after synthesis | sky130_fd_sc_hd__fa_1 | - |
| CP arrival | 3.01 | ns |
| Core area | 3420 | µm² |
| Max-capacitance violation count | 0 | - |
| Vias after detailed routing | 179 | - |
| Area occupied by registers | 0 | µm² |
| Count of port buffers added during placement | 12 | - |
| Post-synth top cells | 14 x sky130_fd_sc_hd__inv_1, 4 x sky130_fd_sc_hd__fa_1, 3 x sky130_fd_sc_hd__ha_1 | - |
| Cell-by-cell listing of the critical path | buf_6, inv_2, fa_1, fa_1, fa_2, inv_2, ha_4, inv_2, fa_2, inv_2, buf_2 | - |
| Final antenna diode count | 0 | - |
| Global route overflow | 0 | - |
| Fraction of the cycle the final worst path needs | 120 | % |
| Largest net degree at the start of global routing | 3 | - |
| Outcome | finished, violations left | - |
| Hold Violations, Final | 0 | - |
through the flow:
step                instance area [µm²]  TNS (ns)
finish                              394     -1.77
global route                        394     -2.01
CTS                                 374     -2.15
detailed placement                  368     -4.84
global placement                    368     -4.91
floorplan                           190    -0.772
worst max-delay path by stage:
| stage | endpoint | slack (ns) |
|---|---|---|
| CTS | num[1] | -0.73 |
| global route | num[1] | -0.67 |
| finish | num[1] | -0.61 |
layout make-up:
cell class / instances / area share, %
Inverter: 14 / 13.3
Timing Repair Buffer: 13 / 29.8
Multi-Input combinational cell: 10 / 42.2
Tap cell: 46 / 14.6
cell usage in the layout, fill, tap and decap left out:
cell type and n:
sky130_fd_sc_hd__inv_1 8, sky130_fd_sc_hd__inv_2 6, sky130_fd_sc_hd__clkdlybuf4s50_1 5, sky130_fd_sc_hd__buf_6 4, sky130_fd_sc_hd__buf_2 3, sky130_fd_sc_hd__fa_1 2, sky130_fd_sc_hd__fa_2 2, sky130_fd_sc_hd__ha_1 2
sky130_fd_sc_hd__xnor2_2 1, sky130_fd_sc_hd__a21oi_2 1, sky130_fd_sc_hd__nor2b_1 1, sky130_fd_sc_hd__ha_4 1, sky130_fd_sc_hd__buf_4 1
critical path: cells and delay by family:
family	cells	cell delay [ns]
fa+ha+maj	5	2.09
buf+inv	6	0.33
timing repair:
action	4_1_cts	5_1_grt
gates resized	34	5
hold endpoints to repair	0	0
pin swaps	6	5
endpoints found under the setup margin	4	4
buffers inserted	1	0
logic make-up (layout without fill, tap and decap cells):
logic type | Yosys count | after routing | share of synthesized area (%)
fa+ha+maj | 7 | 7 | 61.8
simple gates | 1 | 1 | 3.29
buf+inv | 14 | 27 | 27.6
compound gates | 1 | 1 | 2.63
xor+xnor | 1 | 1 | 4.61
per-layer routing:
layer  global-route usage, %  up-vias  routed length [µm]
met3                   0.455        0                  52
met5                       0        -                   0
met1                    2.01       84                 208
met4                       0        0                   0
met2                    2.49        7                 251
li1                        -       88                   -
power by group:
| part | total [W] | switching [W] | internal (W) |
|---|---|---|---|
| clock network | 0 | 0 | 0 |
| registers | 0 | 0 | 0 |
| logic | 0.000118 | 0.0000453 | 0.0000730 |
| total | 0.000118 | 0.0000453 | 0.0000730 |
Power figures rest on the tool's default switching activity, not on a simulated workload.
